==> flow/design.v <==
  module counter_shapes(input logic clk, reset, menuScreen, playerWon, playerLost, reset_obj_count,
						output logic [9:0] obj_position_counter, 
						output logic [10:0] game_time); 
    always_ff @ (posedge clk, posedge reset) begin
	   if(reset) begin  
		  obj_position_counter <= 10'd0;
		  game_time <= 11'd0;
		end
		else if(menuScreen == 1 | playerWon == 1 | playerLost == 1) begin
		  obj_position_counter <= 10'd0;
		  game_time <= 11'd0;
		end
		else begin
		  if(obj_position_counter >= 10'd680 | reset_obj_count) obj_position_counter <= 10'd0;
		  else obj_position_counter <= obj_position_counter + 10'd5;
		  game_time <= game_time + 11'd1;  
		end
    end
  endmodule
==> flow/run.sh <==
#!/bin/bash
# OpenROAD 26Q1-2900-gdf79404cd8, Yosys 0.63+post, stock flow scripts
make -C /OpenROAD-flow-scripts/flow DESIGN_CONFIG=/design/flow/config.mk WORK_HOME=/design/flow/orfs finish
==> flow/config.mk <==
export PLATFORM = sky130hd
export DESIGN_NAME = counter_shapes
export DESIGN_NICKNAME = counter_shapes
export VERILOG_FILES = /design/flow/design.v
export SDC_FILE = /design/flow/constraint.sdc
export NUM_CORES = 4
export LEC_CHECK = 1
export CORE_AREA = 10 10 106 106
export DIE_AREA = 0 0 116 116
==> flow/constraint.sdc <==
current_design counter_shapes

set clk_period 1.8
set clk_io_pct 0.2

create_clock -name clk0 -period $clk_period [get_ports {clk}]

set non_clock_inputs [all_inputs -no_clocks]
set_input_delay [expr $clk_period * $clk_io_pct] -clock clk0 $non_clock_inputs
set_output_delay [expr $clk_period * $clk_io_pct] -clock clk0 [all_outputs]
==> flow_metrics.env <==
# implementation run metrics
export IMPL_clock_latency_ns=0.25
export IMPL_grt_pass1_wl_mm=4.40
export IMPL_status="finished clean"
export IMPL_edf_count=0
export IMPL_yosysCellCount=101
export IMPL_placed_area_um2=1460
export IMPL_crit_family="buffers and inverters"
export IMPL_synth_area_leader_cell="dfrtp_1"
export IMPL_p_total_mw=0.813
export IMPL_clock_fmax_mhz=600
export IMPL_endpoint="game_time[2]"
export IMPL_path_buffers=1
export IMPL_setup_ws_ns=0.132
export IMPL_r2r_cells=4
export IMPL_area_delta_synth_final_pct=44.4
export IMPL_cp_required_ns=1.44
export IMPL_initialDrtViolationCount=58
export IMPL_area_leaders="dfrtp_1 50%, xor2_1 5.0%, a21oi_1 3.8%, ha_1 3.6%, o21ai_0 3.4%"
export IMPL_power_leakage_nw=0.562
export IMPL_slowest_stage="clkdlybuf4s50_1"
export IMPL_postCtsHoldBufs=0
export IMPL_overflow=0
export IMPL_avgSynthCellArea_um2=10.3
export IMPL_syn_area_um2=1040
export IMPL_gp_congestion=0.782
export IMPL_fp_util=0.118
export IMPL_cts_sinks=21
export IMPL_drive_gt1_frac=0.0752
export IMPL_r2r_end="game_time[10]"
export IMPL_hp_class="primary input to asynchronous set/reset pin"
export IMPL_cts_tree="done"
export IMPL_setup_viol=0
export IMPL_ant_nets=0
export IMPL_crit_chain="clkdlybuf4s50_1"
export IMPL_track_usage=0.0395
export IMPL_layout_top_cells="26 x clkdlybuf4s50_1, 21 x dfrtp_1, 8 x a21oi_1"
export IMPL_cp_startpoint="game_time[2]"
export IMPL_start_kind="flip-flop"
export IMPL_report_final_slew_viol_count=0
export IMPL_grt_pass1_vias=851
export IMPL_dp_hpwl_mm=2.15
export IMPL_reg2reg_from="game_time[0]"
export IMPL_post_place_ws_ns=-0.122
export IMPL_ys_warnings_count=1
export IMPL_final_min_clock_period_ns=1.67
export IMPL_wl_per_cell_um=11.3
export IMPL_grt_max_degree=22
export IMPL_fin_area_um2=1500
export IMPL_crit_path_max_fanout=7
export IMPL_routed_via_density=3.65
export IMPL_antenna_found_initial=0
export IMPL_cellPowerDensity_nw_per_um2=541
export IMPL_rows=34
export IMPL_yosysTopAreaCellShare=0.505
export IMPL_cts_resized=0
export IMPL_drv_cap=0
export IMPL_cts_root_buf="clkbuf_8"
export IMPL_ys_ff=21
export IMPL_warnings=27
export IMPL_drc=0
export IMPL_numPortBuffers=26
export IMPL_tightest_slew_ns=0.446
export IMPL_vias=880
export IMPL_hold_violations=0
export IMPL_skew_ns=0.00223
export IMPL_flop_cell="dfrtp_1"
export IMPL_r2r_slack_ns=0.24
export IMPL_period_used=0.927
export IMPL_die_area_um2=13500
export IMPL_ys_seq_frac=0.505
export IMPL_wl_mm=2.73
export IMPL_cts_max_level=1
export IMPL_synth_area_yosys_um2=1040
export IMPL_fp_dieW_um=116
export IMPL_netlist_instances=101
export IMPL_rsz0062_at_grt="false"
export IMPL_critPathKind="flip-flop to primary output"
export IMPL_postSynth_asyncResetShare=1.00
export IMPL_crit_cells=1
export IMPL_relSlewSlack=0.703
export IMPL_fp_dieH_um=116
export IMPL_firstDrtPassIters=4
export IMPL_ys_types=29
export IMPL_core_area_um2=8850
export IMPL_num_io_pins=27
export IMPL_vdd_drop_max_v=0.000167
export IMPL_critical_path_max_stage_delay_ns=0.54
export IMPL_antennaDiodeCount=0
export IMPL_arrival_ns=1.31
export IMPL_utilization=0.170
export IMPL_clockBufferDepth=2
export IMPL_final_common_cell="clkdlybuf4s50_1"
export IMPL_cts_buffers=3
export IMPL_cts_setup_buffers=0
export IMPL_endpoint_kind="primary output"
export IMPL_path_clk_slew_ns=0.07
Yosys cell counts, types with 2 or more instances:
cell      number
dfrtp_1       21
a21oi_1        8
o21ai_0        7
nand3_1        6
nor3_1         6
xor2_1         6
inv_1          5
or3_1          5
nand2_1        4
nor2_1         4
or4_1          4
a211oi_1       3
ha_1           3
o31ai_1        3
nand4_1        2
final cells by class:
cell class              count  area (µm²)
clock buffers               4        45.0
fillers                   970        7350
inverters                   5        18.8
multi-input cells          73         488
flip-flops and latches     21         526
well taps                 108         135
repair buffers             30         290
routing by layer:
metal | vias to the layer above | wire [µm] | global-route usage
met5 | - | 0 | 0
met4 | 0 | 57 | 0.00834
met3 | 2 | 146 | 0.0115
met2 | 16 | 1300 | 0.0641
met1 | 423 | 1220 | 0.0513
li1 | 439 | - | -
worst min path at each step:
stage	from	to	slack [ns]
global route	reset	game_time[1]	0.48
finish	reset	game_time[2]	0.44
CTS	reset	game_time[2]	0.46
per-stage QoR:
stage                     setup TNS (ns)  hold slack [ns]  cells
after floorplan                        0            0.337    101
after global placement            -0.170            0.508    237
after detailed placement          -0.485            0.516    237
after CTS                              0            0.460    241
after global routing                   0            0.482    241
final                                  0            0.441    241
report_power, final:
group	total (mW)	internal (mW)	switching, mW
sequential	0.478	0.474	0.00358
combinational	0.0405	0.0203	0.0201
clock	0.295	0.157	0.138
total	0.813	0.651	0.162
cells by family after synthesis:
| family | count (synthesis) | share of synthesized area |
|---|---|---|
| compound gates | 24 | 0.138 |
| xor+xnor | 7 | 0.0589 |
| fa+ha+maj | 3 | 0.0361 |
| buf+inv | 7 | 0.0264 |
| flops | 21 | 0.505 |
| mux | 1 | 0.00962 |
| simple gates | 38 | 0.226 |
sequential cells by signal, indices dropped and copies added (netlist names):
signal / flops
game_time: 11
obj_position_counter: 10
