[flow/run.sh]
#!/bin/bash
# OpenROAD 26Q1-2900-gdf79404cd8, Yosys 0.63+post, stock flow scripts
make -C /OpenROAD-flow-scripts/flow DESIGN_CONFIG=/design/flow/config.mk WORK_HOME=/design/flow/orfs finish
[flow/config.mk]
export PLATFORM = sky130hd
export DESIGN_NAME = jump_logic
export DESIGN_NICKNAME = jump_logic
export VERILOG_FILES = /design/flow/design.v
export SDC_FILE = /design/flow/constraint.sdc
export NUM_CORES = 4
export LEC_CHECK = 1
export CORE_AREA = 10 10 84 84
export DIE_AREA = 0 0 94 94
[flow/constraint.sdc]
current_design jump_logic

set clk_period 2.9
set clk_io_pct 0.2

create_clock -name clk0 -period $clk_period [get_ports {clk}]

set non_clock_inputs [all_inputs -no_clocks]
set_input_delay [expr $clk_period * $clk_io_pct] -clock clk0 $non_clock_inputs
set_output_delay [expr $clk_period * $clk_io_pct] -clock clk0 [all_outputs]
[flow/design.v]
	module jump_logic(input  logic clk, reset, en, fallingSq,
					  output logic [9:0] out);
		logic stop;
		jumpDelay jD(clk, reset, enCount, fallingSq, out, stop);
		jumpFSM jFSM(clk, reset, en, stop, enCount);	
	endmodule
  module jumpDelay(input  logic clk, reset, enCount, fallingSq,
				   output logic [9:0] out,
				   output logic stop);
	logic done;
	always_ff @ (posedge clk, posedge reset) begin
		if(reset) begin
			out <= 10'd0;
			stop <= 1'b0;
		end
		else if(fallingSq) begin
			out <= out - 10'd20;
		end
		else if(enCount == 1 & ~reset) begin
			if(done == 0) begin
				out <= out + 10'd7;
				stop <= 1'b0;
				if(out == 10'd112) done = 1'b1;
				else done = 1'b0;
			end
			else if(done == 1'b1) begin
				out <= out - 10'd7;
				if(out == 10'd0) begin
					stop <= 1'b1;
					done <= 1'b0;
				end
				else begin
					stop <= 1'b0;
					done <= 1'b1;
				end
			end
		end
		else out <= 0;
    end
  endmodule
  module jumpFSM(input  logic clk, reset, en, stop,
				 output logic enCount);
    typedef enum logic {S0, S1} statetype; 
    statetype state, ns;
    always_ff @ (posedge clk, posedge reset) begin
      if(reset) state <= S0;
	   else state <= ns;
    end
    always_comb
      case(state)
	     S0: begin
		    if(en) ns = S1;  
		    else ns = S0;  
	     end
		  S1: begin
		    if(stop == 1) ns = S0;
		    else ns = S1;
		  end
		  default: ns = S0;
    endcase
    assign enCount = (state == S1);
  endmodule
==> metrics.yaml <==
antenna_found_initial: 0
grt_pass1_vias: 868
maxSlewHeadroom: 0.691
track_usage: 0.0546
clockBufferDepth: 2
die_x_um: 94
hpwlAfterDp_um: 1820
numSynthFlops: 13
cts-hold-fix-buffers: 0
top_usage_layer: "met2"
gr-usage-met1: 0.0776
min_to: "jFSM.state"
holdWs_ns: 0.460
place_ws_ns: 0.512
run_status: "finished clean"
fmax_ghz: 0.416
stdcell_area_um2: 1230
grt.overflow.total: 0
clock_skew_ns: 0.00192
crit_slowest_cell: "edfxtp_1"
slew_viol_final: 0
syn_inst: 106
fin_crit_sh: 0.829
ir_drop_mv: 0.230
dpl-instance-area_um2: 1190
finalCriticalPeriod_ns: 2.40
viasPerCell: 4.40
antenna_cells: 0
wire_per_inst_um: 12.2
cts_tree: "yes"
post-route-util: 0.237
clkTransAtPathRegs_ns: 0.06
crit_type: "reg -> reg"
cts.sinks: 13
worst_pin_slew_ns: 0.460
path_cells: "inv_1, fa_1, a211oi_1, o21ai_0, a31oi_1, xor2_1, o22ai_1"
ant_nets: 0
ys_types: 29
hold_depth: 1
start_kind: "register"
grt_setup_unrepaired: "false"
most-common-layout-cells: "13 x clkdlybuf4s50_1, 12 x o21ai_0, 12 x dfrtp_1"
ys_warn_count: 3
gr-usage-met2: 0.0789
rows: 26
yosys_cells: 106
cts-root-buf: "clkbuf_8"
first_iter_violations: 79
drt_first_pass_iters: 4
drive_gt1_frac: 0.0484
num_vias: 854
synthToLayoutAreaGrowth_pct: 28.3
ys_seq_frac: 0.344
hold_viol_final: 0
fp-utilization: 0.185
syn_area_um2: 961
core_um2: 5200
synth_area_per_cell_um2: 9.07
p_leak_nw: 0.505
fin_cells: 194
use_met3: 0.0178
timing.final.ws_setup_ns: 0.495
openroad.warnings: 25
tns_ns: 0
ff2ff_path_depth: 7
remaining_drc_errors: 0
power.density_nw_per_um2: 1000
hold_class: "reg -> reg"
htreeDepth: 1
cp-end-kind: "register"
grt_max_degree: 13
grt_first_pass_wirelength_um: 4040
power_mw: 1.24
rr_endpoint: "jD.out[8]"
slowest_delay_ns: 0.62
post_cts_resized: 0
cp_max_fo: 11
pin_count: 14
place_congestion: 0.860
setup_viol: 0
place_inst: 190
r2r_setup_slack_ns: 0.50
cts_buffers: 3
worstSkewPairLatency_ns: 0.24
timing.rr.start: "jD.done"
chip_area_um2: 8840
routed_wl_um: 2360
synth_chip_area_um2: 961
hp-start: "jD.stop"
arrival_ns: 2.51
post_cts_buffers: 0
die.size.y_um: 94
mostFrequentLayoutCell: "clkdlybuf4s50_1"
maxCapViolCount: 0
required_ns: 3.01
io_buffers: 13
==> how the worst max path moves through the flow <==
stage                 startpoint        end  slack (ns)  cells after the start
after global routing     jD.done  jD.out[8]        0.31                      7
after CTS                jD.done  jD.out[8]        0.49                      7
final                    jD.done  jD.out[8]        0.50                      7
==> registers in the layout, indices dropped and copies added (netlist names) <==
signal / cells
jD.done: 1
jFSM.state: 1
jD.out: 10
jD.stop: 1
==> logic make-up after synthesis <==
group	Yosys count	synth area share
XOR/XNOR	13	0.118
AND-OR/OR-AND	39	0.246
adder cells (fa/ha/maj)	10	0.138
buffers and inverters	9	0.0352
multiplexers	1	0.0104
flip-flops	13	0.344
AND/OR/NAND/NOR	21	0.108
==> power by group <==
| part | internal, mW | total, mW | switching [mW] |
|---|---|---|---|
| clock network | 0.0949 | 0.161 | 0.0659 |
| registers | 0.247 | 0.364 | 0.117 |
| logic | 0.378 | 0.713 | 0.335 |
| total | 0.720 | 1.24 | 0.518 |
==> synthesized netlist by cell type (all sizes together) <==
library cell | number | share of area
nand2 | 7 | 0.027
nand3 | 2 | 0.010
or4b | 1 | 0.010
nand2b | 1 | 0.0065
fa | 1 | 0.021
ha | 9 | 0.12
o22ai | 8 | 0.052
a211oi | 5 | 0.039
nor4 | 2 | 0.013
inv | 8 | 0.031
o211ai | 2 | 0.016
a21o | 2 | 0.017
dfrtp | 12 | 0.31
nor2b | 1 | 0.0065
mux2i | 1 | 0.010
a31oi | 1 | 0.0065
xor2 | 6 | 0.055
nor2 | 4 | 0.016
xnor2 | 7 | 0.064
clkinv | 1 | 0.0039
o21ai | 14 | 0.073
a22o | 1 | 0.0091
nor3 | 2 | 0.010
edfxtp | 1 | 0.031
or4 | 1 | 0.0078
a21oi | 5 | 0.026
o21bai | 1 | 0.0078
==> metal layers <==
metal,vias to the layer above,part of all wire
met3,5,0.071
met2,26,0.42
met1,390,0.49
met5,-,0
met4,0,0.022
li1,433,-
==> worst max-delay path: cells and delay by family, from the launching register on <==
family,cells,cell delay (ns)
xor+xnor,1,0.17
buf+inv,1,0.18
fa+ha+maj,1,0.45
compound gates,4,0.86
flops,1,0.62
==> cell type report <==
class | count | area, um^2
Multi-Input combinational cell | 84 | 597
Clock inverter | 1 | 5.00
Clock buffer | 3 | 41.3
Sequential cell | 13 | 330
Timing Repair Buffer | 14 | 138
Fill cell | 582 | 3970
Inverter | 9 | 33.8
Tap cell | 70 | 87.6
No activity file was given, so power comes from the tool's default toggle rates.
