<file path="./config.mk">
export PLATFORM = sky130hd
export DESIGN_NAME = slowClkHz
export DESIGN_NICKNAME = slowClkHz
export VERILOG_FILES = /design/flow/design.v
export SDC_FILE = /design/flow/constraint.sdc
export NUM_CORES = 4
export LEC_CHECK = 1
export CORE_AREA = 10 10 94 94
export DIE_AREA = 0 0 104 104
</file>
<file path="./constraint.sdc">
current_design slowClkHz

set clk_period 3.9
set clk_io_pct 0.2

create_clock -name clk0 -period $clk_period [get_ports {clk}]

set non_clock_inputs [all_inputs -no_clocks]
set_input_delay [expr $clk_period * $clk_io_pct] -clock clk0 $non_clock_inputs
set_output_delay [expr $clk_period * $clk_io_pct] -clock clk0 [all_outputs]
</file>
<file path="./design.v">
  module slowClkHz(input logic clk, reset,
				   output logic clk24Hzout);
    logic [23:0] cnt;  
	always_ff @ (posedge clk, posedge reset) begin
      if(reset) cnt <= 24'd0;  
      else cnt <= cnt + 24'd20;  
	end
	  assign clk24Hzout = cnt[23];  
  endmodule
</file>
<file path="./run.sh">
#!/bin/bash
# OpenROAD 26Q1-2900-gdf79404cd8, Yosys 0.63+post, stock flow scripts
make -C /OpenROAD-flow-scripts/flow DESIGN_CONFIG=/design/flow/config.mk WORK_HOME=/design/flow/orfs finish
</file>
==> impl_metrics.yaml <==
# physical design summary
power_and_ir_drop:
  p_per_area_nw_per_um2: 332
  p_leak_nw: 0.504
  ir_drop_mv: 0.0949
setup_path:
  slowest_delay_ns: 0.47
  ff2ff_setup_slack_ns: 2.37
  rr_startpoint: "cnt[2]"
  cp_slowest_cell: "clkdlybuf4s50_1"
  crit_fanout: 2
  path_delay_family: "buffers and inverters"
  reg2reg_depth: 5
  crit_buf_inv: 1
  crit_type: "reg -> out"
  crit_chain: "clkdlybuf4s50_1"
  worst_ep_arrival_time_ns: 1.09
  critPathRequiredTime_ns: 3.12
  cp-startpoint: "cnt[23]"
  crit_path_end_kind: "output pin"
  crit_path_start_kind: "register"
  r2r-end: "cnt[14]"
clocking:
  cts_sinks: 22
  clock_latency_ns: 0.26
  cts_buffers: 3
  cts_setup_buffers: 0
  clkTransAtPathRegs_ns: 0.08
  tritoncts: "done"
  clockRootBuffer: "clkbuf_8"
  ctsHtreeMaxLevel: 1
  clk_path_buf_depth: 2
  cts-hold-fix-buffers: 0
  cts_resized: 0
detailed_routing:
  detailroute.via_count: 575
  wl_per_cell_um: 8.28
  drc: 0
  wl_mm: 1.51
  viasPerCell: 3.16
  diodes: 0
  final_antenna_net_count: 0
  dr.pass1.iters: 3
  drt_iter0_markers: 5
layout:
  layoutNonFillerInstCount: 182
  drive_above_1_share_pct: 15.1
  num-fill-cells: 762
  area_delta_synth_final_pct: 20.7
  top_regs: "cnt (22)"
  largest_register_ffs: 22
  largest_register: "cnt"
  lay_top_count: "dfrtp_1"
  final_cell_mix: "22 x dfrtp_1, 12 x xnor2_1, 8 x xor2_1"
floorplanning:
  fp.dieH_um: 104
  fp.dieW_um: 104
  core-area_um2: 6830
  ios: 3
  initCoreUtil_pct: 14.4
  fp.dieArea_um2: 10800
  fp-row-count: 30
run:
  tool_warnings: 25
  max_cap_violations: 0
sta:
  hold_violations: 0
  setup_tns_ns: 0
  slew_viol_final: 0
  finalCriticalPeriod_ns: 1.87
  rsz0062_at_grt: "no"
  skew_ns: 0.00465
  finalClockPeriodUsage_pct: 47.9
  finalSetupViolCount: 0
  tightest_slew_ns: 0.375
  max_slew_margin_pct: 75.0
  fmax_mhz: 535
grt:
  grt_pass1_wl_mm: 2.91
  antenna_found_initial: 0
  overflow: 0
  grt_pass1_vias: 630
  grtUsageTotal_pct: 3.07
  grt_max_degree: 14
placement:
  place_hpwl_mm: 1.07
  io_buffers: 2
  gp_congestion: 0.716
  dp.cells: 178
synthesis:
  ys_seq_share_pct: 56.1
  synthesis.instances: 79
  synth_area_per_cell_um2: 12.4
  yosysCellCount: 79
  yosysWarnings: 1
  numSynthFlops: 22
  synth_cell_type_count: 19
  ys_area_um2: 981
  synth_area_um2: 981
min_path:
  whs_path_depth: 1
  hold_path_class: "reg -> reg"
  hp-start: "cnt[2]"
  holdPathEnd: "cnt[2]"
outcome:
  run_status: "finished clean"
## worst max-delay path by stage
| stage | endpoint | slack, ns | cells after the start |
|---|---|---|---|
| CTS | clk24Hzout | 2.01 | 1 |
| global route | clk24Hzout | 1.97 | 1 |
| finish | clk24Hzout | 2.03 | 1 |
## power by group
part / switching, mW / internal (mW) / total [mW]
clock network: 0.0686 / 0.0898 / 0.158
registers: 0 / 0.228 / 0.228
logic: 0.00456 / 0.00159 / 0.00615
## area by class of cell
class	instances	area (um^2)	area share, %
well taps	96	120	10.1
multi-input cells	53	415	35.1
flip-flops and latches	22	551	46.5
inverters	4	15.0	1.27
repair buffers	3	27.5	2.33
clock buffers	4	55.1	4.65
## cell usage after synthesis, drive strengths merged
master	n	share of area, %
a21o	1	0.77
and4	4	4.2
dfrtp	22	56
ha	1	1.3
inv	4	1.5
nand2	7	2.7
nand3	6	4.3
nand4	4	4.1
nor2	2	0.77
nor3	6	3.6
nor4	1	2.2
or2	1	0.64
xnor2	12	11
xor2	8	7.1
## logic make-up after synthesis
kind of cell | after synthesis | share of synthesized area [%]
flops | 22 | 56.1
simple gates | 31 | 22.4
fa+ha+maj | 1 | 1.28
compound gates | 1 | 0.766
buf+inv | 4 | 1.53
xor+xnor | 20 | 17.9
## stage by stage
stage                     hold WS (ns)  total power, mW  instance area [um^2]  setup WS (ns)  utilization [%]
final                            0.464            0.392                  1180           2.03             17.3
after global routing             0.482            0.411                  1180           1.97             17.3
after CTS                        0.464            0.400                  1180           2.01             17.3
after detailed placement         0.449            0.239                  1130           2.28             16.5
after global placement           0.446            0.239                  1130           2.29             16.5
after floorplan                  0.420            0.236                   981           2.48                -
## per-layer routing
layer | share of wire, % | up-vias | track usage, %
met2 | 43 | 5 | 4.50
met3 | 5.6 | 0 | 1.44
met4 | 0 | 0 | 0.398
met1 | 51 | 289 | 4.13
met5 | 0 | - | 0
li1 | - | 281 | -
Power is estimated from default activity; no workload was simulated.
